$ cat /design/flow/design.v
module Random_gen(
output [3:0]rnd,
input clk,
input [4:0]btn_pin_debounce
);
reg[63:0] out=0;
wire feedback;
assign feedback = ~(out[63] ^ out[62] ^ out[60] ^ out[59]);
always @(posedge clk, posedge btn_pin_debounce[1])
begin
if (btn_pin_debounce[1]==1)
out <= 64'b0;
else
out <= {out[62:0],feedback};
end
reg [3:0]dec_reg;
reg [3:0]dec;
always@(*)
begin
dec_reg<=out;
if(dec_reg>4'd0&&dec_reg<=4'd9) dec<=dec_reg;
end
assign rnd = dec;
endmodule
$ cat /design/flow/run.sh
#!/bin/bash
# OpenROAD 26Q1-2900-gdf79404cd8, Yosys 0.63+post, stock flow scripts
make -C /OpenROAD-flow-scripts/flow DESIGN_CONFIG=/design/flow/config.mk WORK_HOME=/design/flow/orfs finish
$ cat /design/flow/config.mk
export PLATFORM = sky130hd
export DESIGN_NAME = Random_gen
export DESIGN_NICKNAME = Random_gen
export VERILOG_FILES = /design/flow/design.v
export SDC_FILE = /design/flow/constraint.sdc
export NUM_CORES = 4
export LEC_CHECK = 1
export CORE_UTILIZATION = 40
$ cat /design/flow/constraint.sdc
current_design Random_gen

set clk_period 1.0
set clk_io_pct 0.2

create_clock -name clk0 -period $clk_period [get_ports {clk}]

set non_clock_inputs [all_inputs -no_clocks]
set_input_delay [expr $clk_period * $clk_io_pct] -clock clk0 $non_clock_inputs
set_output_delay [expr $clk_period * $clk_io_pct] -clock clk0 [all_outputs]
==> results.txt <==
fresh numbers from the pnr run: status=complete, no violations, Post-CTS Setup Bufs=0, static leakage=0.8093 nW, fin crit period=0.8092 ns, Fin. Hold Viols=0, clock latency on the worst-skew pair=0.33 ns, Synth async-reset ratio=0.9412, post-layout period usage=0.8092, Synth Instances=75, Max Buffers Root-to-Sink=2, Routability Congestion=0.7084, initial antenna violation count=0, global route hottest layer=met1, main area contributors=dfrtp_1, dlxtp_1, xnor2_1, Tot GR Track Use=0.1035, Hold Buf Count CTS=0, endpoints left unconstrained=8, # Cells Yosys=75, worst r2r dst=out[0], Tool Warnings=29, Unique cell types=6, first-pass GRT wire length=3.091 mm, Clk Tree Root Cell=clkbuf_8, CP Data Arrival Time=1.06 ns, Slew HR=0.8276, DRC violation count after routing=0, GRT overflow=0, critical path startpoint category=flip-flop, Post-synth top cells=dfrtp_1, dlxtp_1, xnor2_1, kind of end point of the critical path=flip-flop, CTS tree=yes, Final TNS setup=0 ns, DIE AREA=4538 µm², GRT met2 Usage=0.1013, Max Cap Viol=0, Antenna diodes=0, Clock transition at path regs=0.07 ns, crit-path max FO=2, TritonRoute pass-1 iters=2, I/O Buffers=5, Top FF cell, synth=dfrtp_1, Least-Margin Pin Slew=0.2514 ns, Syn Area/Cell=22.79 µm², Area Overhead vs Synth=20.64%, count leader, synth=dfrtp_1, routed len/inst=12.02 µm, worst hold path type=in -> async, via count=592, Die Wd=67.37 µm, cell taking the most area after synthesis=dfrtp_1, crit path kind=reg -> reg, Area leader share=0.9370, Placed Area=1866 µm², largest net degree at the start of global routing=35, Post-Syn Area=1709 µm², antenna viol nets, final=0, Post-synth EDFFs=0, flops out of synthesis=68, drt initial violations=29, FMAX=1236 MHz, vias in the first global route=638, share of cells above drive strength 1=0.1939, die height=67.37 µm, Critical R2R Launch=out[62], Final Cell Area=2062 µm², final wirelength=1.779 mm, Setup Skew=0.004187 ns, register pins left without a clock=4, IO Count=10, Post-DP HPWL=880.5 µm, post-CTS sizing=0, Power Dens Cells=2296 nW/µm², htree depth=3, RSZ-0062 raised after global routing=no, Initial Util=0.4212, Yosys chip area=1709 µm², core region area=4058 µm², VDD IR-drop max=1.484 mV, std cell rows=23, Worst R2R Setup Slack=0.19 ns, Largest register FFs=64, synth warn=1, vias per cell=4.000, Final Slew Violations=0, CTS buffer count=9, Data required, critical path=1.25 ns, Worst R2R Path Depth=2, GR Util met3=0.06164, # setup viols final=0, GR Layer Usage met1=0.1965
[power by group]
part | internal [mW] | switching [mW]
Combinational | 0.0203 | 0.0490
Clock | 1.14 | 0.934
Sequential | 2.59 | 0
Total | 3.75 | 0.983
[per-stage QoR]
| stage | power [mW] | utilization | setup slack (ns) | cells | hold WS [ns] |
|---|---|---|---|---|---|
| 2_1_floorplan | 2.676 | - | 0.1139 | 75 | 0.3312 |
| 3_3_place_gp | 2.708 | 0.4598 | 0.1958 | 132 | 0.3343 |
| 3_5_place_dp | 2.711 | 0.4598 | 0.1855 | 132 | 0.3347 |
| 4_1_cts | 4.825 | 0.5082 | 0.1771 | 148 | 0.2768 |
| 5_1_grt | 4.952 | 0.5082 | 0.1598 | 148 | 0.2967 |
| 6_report | 4.734 | 0.5082 | 0.1908 | 148 | 0.2849 |
[cells in the final DEF, fill, tap and decap left out]
master,instances
clkdlybuf4s50_1,5
clkinvlp_4,6
bufinv_16,1
clkinv_2,1
buf_12,2
mux2i_1,1
xnor2_1,3
dlxtp_1,4
dfrtp_1,64
nor2_1,2
clkbuf_8,9
[worst max path at each step]
stage | slack [ns] | start | to | depth (start not counted)
CTS | 0.18 | out[62] | out[0] | 2
global route | 0.16 | out[62] | out[0] | 2
finish | 0.19 | out[62] | out[0] | 2
[cells by family after synthesis]
| group | synth area share |
|---|---|
| xor+xnor | 0.01538 |
| buf+inv | 0.002194 |
| flops | 0.9370 |
| latches | 0.03514 |
| mux | 0.005857 |
| simple gates | 0.004394 |
[per-layer routing]
layer | share of wire | wire, µm | vias to the layer above
met3 | 0.073 | 129 | 4
met5 | 0 | 0 | -
met4 | 0.016 | 29 | 0
met2 | 0.35 | 619 | 9
li1 | - | - | 264
met1 | 0.56 | 1001 | 315
[area by class of cell]
| cell class | instances | area [µm²] |
|---|---|---|
| repair buffers | 7 | 90.09 |
| flip-flops and latches | 68 | 1662 |
| fillers | 313 | 1996 |
| clock buffers | 9 | 123.9 |
| well taps | 50 | 62.56 |
| inverters | 1 | 7.507 |
| multi-input cells | 6 | 43.79 |
| clock inverters | 7 | 72.57 |
[worst max-delay path: stages, from the launching register on]
cell and delay, ns:
dfrtp_1 0.39, xnor2_1 0.22, xnor2_1 0.14
No activity file was given, so power comes from the tool's default toggle rates.

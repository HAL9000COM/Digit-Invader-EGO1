$ cat design.v
module Clock
(input sys_clk_in,
output dis_clk, 
output main_clk 
);
reg [31:0]clk_cnt1=0;
reg clk_2000Hz=0;
always @(posedge sys_clk_in)
if(clk_cnt1==32'd25000)
begin clk_cnt1 <= 1'b0; clk_2000Hz <= ~clk_2000Hz;end else
clk_cnt1 <= clk_cnt1 + 1'b1;
reg [31:0]clk_cnt2=0;
reg clk_50Hz=0;
always @(posedge sys_clk_in)
if(clk_cnt2==32'd125000)
begin clk_cnt2 <= 1'b0; clk_50Hz <= ~clk_50Hz;end else
clk_cnt2 <= clk_cnt2 + 1'b1;
assign main_clk=clk_2000Hz;
assign dis_clk=clk_50Hz;
endmodule
$ cat run.sh
#!/bin/bash
# OpenROAD 26Q1-2900-gdf79404cd8, Yosys 0.63+post, stock flow scripts
make -C /OpenROAD-flow-scripts/flow DESIGN_CONFIG=/design/flow/config.mk WORK_HOME=/design/flow/orfs finish
$ cat config.mk
export PLATFORM = sky130hd
export DESIGN_NAME = Clock
export DESIGN_NICKNAME = Clock
export VERILOG_FILES = /design/flow/design.v
export SDC_FILE = /design/flow/constraint.sdc
export NUM_CORES = 4
export LEC_CHECK = 1
export CORE_UTILIZATION = 30
$ cat constraint.sdc
current_design Clock

set clk_period 6.9
set clk_io_pct 0.2

create_clock -name clk0 -period $clk_period [get_ports {sys_clk_in}]

set non_clock_inputs [all_inputs -no_clocks]
set_input_delay [expr $clk_period * $clk_io_pct] -clock clk0 $non_clock_inputs
set_output_delay [expr $clk_period * $clk_io_pct] -clock clk0 [all_outputs]
==> impl_metrics.tcl <==
# flow metrics
set metrics [dict create \
    status "complete, no violations" \
    die_y_um 99.73 \
    cts_tree "yes" \
    rr_startpoint "clk_cnt2[12]" \
    ys_chip_area_um2 2865 \
    vias 2068 \
    crit_arrival_ns 1.14 \
    clkPwrFrac 0.480 \
    hold_viol 0 \
    setup_tns_ns 0 \
    min-delay-start "clk_cnt1[31]" \
    grt_pass1_wl_um 8411 \
    cts_sinks 66 \
    num-fill-cells 911 \
    pwr-share-comb 0 \
    cts-resized-gates 0 \
    placed_area_um2 3047 \
    crit_family "buffers and inverters" \
    reg2reg_depth 3 \
    die-area_um2 9946 \
    rr_endpoint "clk_50Hz" \
    p_switching_w 0.0001412 \
    p_leak_nw 1.147 \
    fin_area_um2 3266 \
    critPathSlowestCell "clkdlybuf4s50_1" \
    row_count 35 \
    relSlewSlack 0.3636 \
    cp-start-kind "register" \
    ys_seq_share 0.4681 \
    yosys_warnings 1 \
    cts_buffers 9 \
    cp_num_cells 1 \
    dr.pass1.iters 4 \
    seq_area_um2 1341 \
    crit_type "register to output port" \
    avgSynthCellArea_um2 9.680 \
    drtIter0Drc 52 \
    synth.distinct_cells 36 \
    cts_root_buffer "clkbuf_8" \
    grt_max_degree 12 \
    dp_hpwl_um 3314 \
    critPathMaxStageDelay_ns 0.46 \
    synth_cells 296 \
    grtUsageTotal 0.1037 \
    cts_hold_buf 0 \
    clk_transition_reported_paths_ns 0.07 \
    antenna_found_initial 0 \
    area_growth_pct 13.97 \
    setup-violations-final 0 \
    worst_skew_pair.late_latency_ns 0.33 \
    n_antenna_cell 0 \
    combGateArea_um2 1468 \
    cts_buffer_depth 2 \
    vias_per_cell 4.700 \
    mostFrequentLayoutCell "dfxtp_1" \
    ant_nets 0 \
    final_layout_size_suffix_gt1_frac 0.09646 \
    grt_pass1_vias 1827 \
    h-tree-depth 3 \
    p_seq_frac 0.520 \
    gp_congestion 0.8614 \
    tightestPinTransition_ns 0.9458 \
    skew_ns 0.006290 \
    postCtsSetupBuffers 0 \
    fin_crit_ns 2.518 \
    ir_worst_vdd_mv 0.07530 \
    pin_count 3 \
    overflow 0 \
    syn_area_um2 2865 \
    period_used_share 0.3649 \
    routed_wl_um 4822 \
    ys.flops 66 \
    max-cap-violations 0 \
    ys_cells 296 \
    critPathMaxFanout 2 \
    final_max_slew_viol_count 0 \
    numPortBuffers 2 \
    worst_setup_path_end_kind "output port" \
    warning_count 27 \
    min_path_cells 1 \
    drc 0 \
    min_to "clk_cnt1[31]" \
    die_w_um 99.73 \
    rsz0062_at_grt "no" \
    fmax_mhz 397.1 \
    fp-utilization 0.3101 \
    internal_power_w 0.0005945 \
    cellPowerDensity_nw_per_um2 225.3 \
    crit_chain "clkdlybuf4s50_1" \
    cp.buffers_inverters 1 \
    route.detailed.wl_per_inst_um 10.96 \
    mostFrequentLayoutCells "dfxtp_1 (64), xnor2_1 (35), nand3_1 (25)" \
    hold_class "register to register" \
    core_um2 9240 \
    required_ns 5.52 \
    rrSetupSlack_ns 4.77 \
    swShare 0.1919 \
]
[cells by family after synthesis]
family | Yosys count | share of synthesized area
AND/OR/NAND/NOR | 145 | 0.3022
AND-OR/OR-AND | 10 | 0.01965
XOR/XNOR | 55 | 0.1707
adder cells (fa/ha/maj) | 4 | 0.01747
flip-flops | 66 | 0.4681
buffers and inverters | 16 | 0.02183
[state kept, by name, summed over array words and instances, names as in the netlist]
signal	flops
clk_cnt1	32
clk_2000Hz	1
clk_cnt2	32
clk_50Hz	1
[cell type report]
type,instances,share of cell area
Clock buffer,11,0.04330
Clock inverter,5,0.02375
Inverter,11,0.01264
Multi-Input combinational cell,214,0.4494
Sequential cell,66,0.4107
Tap cell,129,0.04943
Timing Repair Buffer,4,0.01073
[cells in the mapped netlist]
| master | count | share of area |
|---|---|---|
| or4_4 | 2 | 0.0079 |
| nand4_1 | 20 | 0.044 |
| or4b_2 | 1 | 0.0035 |
| o31ai_1 | 1 | 0.0026 |
| and4_2 | 1 | 0.0035 |
| and2_1 | 2 | 0.0044 |
| nor4_1 | 13 | 0.028 |
| and3_1 | 6 | 0.013 |
| or4b_1 | 1 | 0.0035 |
| or2_2 | 1 | 0.0022 |
| or2_0 | 1 | 0.0022 |
| nand3_1 | 25 | 0.044 |
| inv_1 | 11 | 0.014 |
| xor2_1 | 19 | 0.058 |
| a21oi_2 | 1 | 0.0031 |
| nor4_2 | 2 | 0.0087 |
| clkbuf_1 | 3 | 0.0039 |
| nor3_1 | 10 | 0.017 |
| xnor2_2 | 1 | 0.0057 |
| edfxtp_1 | 2 | 0.021 |
| nor3_2 | 1 | 0.0035 |
| a21oi_1 | 4 | 0.0070 |
| nand4_4 | 1 | 0.0074 |
| nand2_1 | 19 | 0.025 |
| o21ai_0 | 4 | 0.0070 |
| nor4b_1 | 4 | 0.012 |
| dfxtp_1 | 64 | 0.45 |
| nor4_4 | 1 | 0.0074 |
| and4_1 | 7 | 0.021 |
| nor2b_1 | 2 | 0.0044 |
| or4_1 | 2 | 0.0052 |
| xnor2_1 | 35 | 0.11 |
| ha_1 | 4 | 0.017 |
| or3_1 | 4 | 0.0087 |
| nor2_1 | 19 | 0.025 |
| buf_2 | 2 | 0.0035 |
[metrics by stage]
stage / utilization / setup slack (ns) / cells / total power (W) / hold WS [ns]
2_1_floorplan: - / 5.062 / 296 / 0.0003911 / 0.4344
3_3_place_gp: 0.3297 / 4.741 / 424 / 0.0003911 / 0.4528
3_5_place_dp: 0.3297 / 4.729 / 424 / 0.0003911 / 0.4561
4_1_cts: 0.3534 / 4.357 / 440 / 0.0007457 / 0.4675
5_1_grt: 0.3534 / 4.329 / 440 / 0.0007606 / 0.4893
6_report: 0.3534 / 4.382 / 440 / 0.0007357 / 0.4603
[power groups by stage]
stage / logic [W] / clock network, W / registers (W)
CTS: 0.000000000500 / 0.000363 / 0.000382
global route: 0.000000000500 / 0.000379 / 0.000382
finish: 0.000000000500 / 0.000353 / 0.000382
[worst register-to-register path, stage by stage (launching register included)]
cell	delay [ns]
dfxtp_1	0.35
or4b_2	0.69
nor4_2	0.56
buf_4	0.25
[worst max-delay path by stage]
stage         from      end  slack, ns
4_1_cts   clk_50Hz  dis_clk       4.36
5_1_grt   clk_50Hz  dis_clk       4.33
6_report  clk_50Hz  dis_clk       4.38
[metal layers]
metal / global-route usage / part of all wire
met1: 0.1653 / 0.55
met3: 0.02287 / 0.024
met2: 0.1480 / 0.41
met5: 0 / 0
met4: 0.01810 / 0.021
No activity file was given, so power comes from the tool's default toggle rates.
